<file path="/design/flow/run.sh">
#!/bin/bash
# OpenROAD 26Q1-2900-gdf79404cd8, Yosys 0.63+post, stock flow scripts
make -C /OpenROAD-flow-scripts/flow DESIGN_CONFIG=/design/flow/config.mk WORK_HOME=/design/flow/orfs finish
</file>
<file path="/design/flow/config.mk">
export PLATFORM = sky130hd
export DESIGN_NAME = complex_multiplier
export DESIGN_NICKNAME = complex_multiplier
export VERILOG_FILES = /design/flow/design.v
export SDC_FILE = /design/flow/constraint.sdc
export NUM_CORES = 4
export LEC_CHECK = 1
export CORE_UTILIZATION = 30
export SYNTH_HDL_FRONTEND = slang
</file>
<file path="/design/flow/constraint.sdc">
current_design complex_multiplier

set clk_period 12.9
set clk_io_pct 0.2

create_clock -name clk0 -period $clk_period [get_ports {i_clk}]

set non_clock_inputs [all_inputs -no_clocks]
set_input_delay [expr $clk_period * $clk_io_pct] -clock clk0 $non_clock_inputs
set_output_delay [expr $clk_period * $clk_io_pct] -clock clk0 [all_outputs]
</file>
<file path="/design/flow/design.v">
`timescale 1ns / 1ps
module complex_multiplier#(parameter INPUT_DATA_WIDTH = 16)
    (
        input  wire                                    i_clk,
        input  wire                                    i_rst,
        input  wire signed [INPUT_DATA_WIDTH-1:0]      i_real_h,
        input  wire signed [INPUT_DATA_WIDTH-1:0]      i_imag_h,
        input  wire signed [INPUT_DATA_WIDTH-1:0]      i_real_y,
        input  wire signed [INPUT_DATA_WIDTH-1:0]      i_imag_y,
        output reg  signed [INPUT_DATA_WIDTH*2:0]      o_real = 0,
        output reg  signed [INPUT_DATA_WIDTH*2:0]      o_imag = 0
    );
    reg signed [INPUT_DATA_WIDTH*2-1:0] ac = 0;
    reg signed [INPUT_DATA_WIDTH*2-1:0] ad = 0;
    reg signed [INPUT_DATA_WIDTH*2-1:0] cb = 0;
    reg signed [INPUT_DATA_WIDTH*2-1:0] bd = 0;
    always@(posedge i_clk) begin
        if(i_rst)begin
            o_real <= 0;
            o_imag <= 0;
            ac     <= 0;
            ad     <= 0;
            cb     <= 0;
            bd     <= 0;
        end         
        else begin
            ac <= i_real_h * i_real_y;
            ad <= i_real_h * i_imag_y;
            cb <= i_real_y * i_imag_h;
            bd <= i_imag_h * i_imag_y;
            o_real <= ac - bd;
            o_imag <= ad + cb;
        end
    end
endmodule
</file>
==> qor.rpt <==
STATUS
----------------------------------------------------------------------------------
Result of the run                                                     complete, no violations

STA
----------------------------------------------------------------------------------
Final slew viol count                                                            0
Fmax achieved                                                              110 MHz
Final-layout setup total negative slack                                       0 ns
Crit share post-route                                                        70.7%
Setup clock skew after layout                                            0.0326 ns
Fin worst setup slack                                                      3.78 ns
Final setup violation count                                                      0
Worst slew margin relative to its limit                                      26.2%
Period minus WS final                                                      9.12 ns
Final Hold Vio Count                                                             0
Actual transition at the worst max-transition pin                          1.09 ns
Unrepaired setup endpoints after global routing                              false

ROUTING
----------------------------------------------------------------------------------
Met2 wire length                                                           57.1 mm
Final WL                                                                    124 mm
Detail-routed net length per standard cell                                 17.1 um
Metal-1 WL                                                                 51.8 mm
First DRT Iteration DRCs                                                      1438
Highest metal layer with signal wires                                         met5
Vias after detailed routing                                                  33487
Antenna Violating Nets Remaining                                                 0
Detailed-routed wire length on met3                                        12.4 mm
Number of remaining DRC errors                                                   0
1st-pass router iterations                                                       5
Vias per cell                                                                 4.60

CLOCK TREE
----------------------------------------------------------------------------------
Clock Path Buffers                                                               2
TritonCTS buffer count                                                          17
Cells resized by post-CTS repair                                                 0
TritonCTS clock tree                                                          done
Clock-pin transition on the worst setup and hold timing paths              0.10 ns
Skew-Pair Late Insertion Delay                                             0.52 ns
Clock sink count                                                               194
Cts hold-fix bufs                                                                0
H-tree depth reported by CTS                                                     4
Post-CTS Repair Setup Buffers                                                    0
Root Driver                                                           sky130_fd_sc_hd__clkbuf_16

YOSYS
----------------------------------------------------------------------------------
Main synth FF type                                                    sky130_fd_sc_hd__dfxtp_1
Yosys Warn Count                                                                 0
Distinct cells, synth                                                           73
Ys async rst share                                                              0%
Syn_area_per_cell                                                         9.09 um2
Flip-flop and latch count after synthesis                                      194
Yosys stat chip area                                                     47200 um2
Instance tally after logic synthesis                                          5189
Ys cells                                                                      5189
Register share after synthesis                                               8.24%
Synth Cell Area                                                          47200 um2
Number of synthesized flops with an enable pin                                   0

DIE
----------------------------------------------------------------------------------
Row Count                                                                      145
Initial Util                                                                 30.2%
Vertical extent of the die                                                  398 um
Chip area                                                               159000 um2
Chip Width                                                                  398 um
Core footprint                                                          156000 um2
Top-level port count                                                           132

JOB
----------------------------------------------------------------------------------
Number of warnings in the stage logs                                            25
Max capacitance violation total                                                  0

CELLS AND AREA
----------------------------------------------------------------------------------
Area growth, synth to finish                                                 8.99%
Core utilization of the finished layout                                      32.9%
Fin cells                                                                     7273
Fillers                                                                      15864
Sequential cell area                                                      3880 um2
Share of final-layout standard cells stronger than drive strength 1          2.59%
Area occupied by multi-input gates                                       37900 um2

GRT
----------------------------------------------------------------------------------
Largest net degree at the start of global routing                               63
Number of antenna violations at the first check in global routing               19
Grt ovf                                                                          0
Aggregate global-route resource usage                                        17.3%
Number of global-route vias before repair                                    36181
Global-route wire length before repair                                      203 mm

SETUP PATH
----------------------------------------------------------------------------------
Kind of critical path                                                 primary input to flip-flop
Required time worst endpoint                                              13.32 ns
Startpoint type of the worst setup path                               primary input
CP Max Fanout                                                                   24
Crit path arrival time                                                     9.54 ns
Kind of end point of the critical path                                   flip-flop

PLACE
----------------------------------------------------------------------------------
Count of buffers inserted at the top-level ports                               131
DPL Wire Length                                                            97.9 mm
GPL Wtd Cong                                                                 0.931
Placed instance count                                                         7235
Pre-CTS setup slack                                                        3.25 ns

WORST HOLD PATH
----------------------------------------------------------------------------------
Class of the tightest hold or removal check                           flip-flop to flip-flop

critical path, cell delays in order:
cell                              delay [ns]
sky130_fd_sc_hd__clkdlybuf4s50_1        0.73
sky130_fd_sc_hd__inv_1                  0.23
sky130_fd_sc_hd__buf_4                  0.39
sky130_fd_sc_hd__nor2_1                 0.10
sky130_fd_sc_hd__fa_1                   0.51
sky130_fd_sc_hd__fa_1                   0.44
sky130_fd_sc_hd__fa_1                   0.52
sky130_fd_sc_hd__fa_1                   0.43
sky130_fd_sc_hd__fa_1                   0.49
sky130_fd_sc_hd__inv_1                  0.05
sky130_fd_sc_hd__fa_1                   0.47
sky130_fd_sc_hd__inv_1                  0.04
sky130_fd_sc_hd__ha_1                   0.33
sky130_fd_sc_hd__a21o_1                 0.19
sky130_fd_sc_hd__a21o_1                 0.17
sky130_fd_sc_hd__a21o_1                 0.20
sky130_fd_sc_hd__a221o_1                0.36
sky130_fd_sc_hd__a311o_1                0.35
sky130_fd_sc_hd__a21oi_1                0.17
sky130_fd_sc_hd__nor2_1                 0.08
sky130_fd_sc_hd__o41ai_1                0.31
sky130_fd_sc_hd__mux2_2                 0.37
cells in the final DEF, fill, tap and decap left out, types with 50 or more instances in the layout:
| cell type | synthesis | layout |
|---|---|---|
| sky130_fd_sc_hd__fa_1 | 1050 | 1050 |
| sky130_fd_sc_hd__nor3_1 | 50 | 50 |
| sky130_fd_sc_hd__nand2_1 | 531 | 531 |
| sky130_fd_sc_hd__a21oi_1 | 114 | 114 |
| sky130_fd_sc_hd__xor2_1 | 56 | 56 |
| sky130_fd_sc_hd__ha_1 | 392 | 392 |
| sky130_fd_sc_hd__xnor2_1 | 104 | 104 |
| sky130_fd_sc_hd__dfxtp_1 | 194 | 194 |
| sky130_fd_sc_hd__a21o_1 | 64 | 64 |
| sky130_fd_sc_hd__buf_4 | 0 | 75 |
| sky130_fd_sc_hd__inv_1 | 1204 | 1204 |
| sky130_fd_sc_hd__o21ai_0 | 76 | 76 |
| sky130_fd_sc_hd__nor2_1 | 244 | 244 |
| sky130_fd_sc_hd__clkdlybuf4s50_1 | 0 | 130 |
| sky130_fd_sc_hd__and2_1 | 514 | 514 |
flip-flops by register name (all words and copies together), names as in the netlist:
| signal | cells |
|---|---|
| ac | 32 |
| o_real | 33 |
| cb | 32 |
| ad | 32 |
| bd | 32 |
| o_imag | 33 |
metal layers:
layer	vias up	track usage, %
li1	15483	-
met1	16713	23.2
met2	1109	27.2
met3	158	7.14
met4	24	3.11
met5	-	0
kinds of logic (layout without fill, tap and decap cells):
| kind of cell | Yosys count | after routing | share of synthesized area [%] |
|---|---|---|---|
| and+or+nand+nor | 1521 | 1521 | 16.0 |
| other | 0 | 6 | 0 |
| muxes | 7 | 7 | 0.162 |
| buffers and inverters | 1422 | 1442 | 11.3 |
| adders and majority gates | 1442 | 1442 | 55.0 |
| DFF | 194 | 194 | 8.24 |
| xor gates and xnor gates | 160 | 160 | 2.97 |
| AOI/OAI and AO/OA | 443 | 443 | 6.34 |
cells in the mapped netlist, types with 56 or more instances:
library cell / number / area (um2)
sky130_fd_sc_hd__a21oi_1: 114 / 571
sky130_fd_sc_hd__clkbuf_1: 214 / 803
sky130_fd_sc_hd__xnor2_1: 104 / 911
sky130_fd_sc_hd__nand2_1: 531 / 1990
sky130_fd_sc_hd__o21ai_0: 76 / 380
sky130_fd_sc_hd__ha_1: 392 / 4900
sky130_fd_sc_hd__and2_1: 514 / 3220
sky130_fd_sc_hd__dfxtp_1: 194 / 3880
sky130_fd_sc_hd__nor2_1: 244 / 916
sky130_fd_sc_hd__inv_1: 1204 / 4520
sky130_fd_sc_hd__fa_1: 1050 / 21000
sky130_fd_sc_hd__a21o_1: 64 / 480
sky130_fd_sc_hd__xor2_1: 56 / 490
stage by stage:
| stage | hold WS, ns | cell area, um2 |
|---|---|---|
| floorplan | 0.478 | 47200 |
| global placement | 0.500 | 50800 |
| detailed placement | 0.502 | 50800 |
| CTS | 0.521 | 51400 |
| global route | 0.540 | 51400 |
| finish | 0.515 | 51400 |
layout make-up:
cell class / instances / area share [%]
diodes: 6 / 0.0292
clock buffers: 19 / 0.842
clock inverters: 13 / 0.312
inverters: 1204 / 8.79
multi-input cells: 3573 / 73.8
flip-flops and latches: 194 / 7.56
well taps: 2058 / 5.01
repair buffers: 206 / 3.65
final timing paths:
| kind | from | slack [ns] | cells past startpoint | endpoint |
|---|---|---|---|---|
| hold / removal | bd[0] | 0.52 | 2 | o_real[0] |
| hold reg to reg | bd[0] | 0.52 | 2 | o_real[0] |
| setup / recovery | i_imag_y[15] | 3.78 | 22 | ad[30] |
| setup reg to reg | ad[0] | 9.29 | 12 | o_imag[30] |
